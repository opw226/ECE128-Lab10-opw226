==> flow/design.v <==
`timescale 1ns / 1ps
module RAM(i_clk, i_rst, i_write_en, i_addr, i_write_data, o_read_data);
    input i_clk, i_rst, i_write_en;
    input[2:0] i_addr;
    input[7:0] i_write_data;
    output reg[7:0] o_read_data;
    reg [7:0] mem [7:0];
    always @(posedge i_clk) begin
        if(i_rst) begin
            mem[0] <= 4'b0;
            mem[1] <= 4'b0;
            mem[2] <= 4'b0;
            mem[3] <= 4'b0;
            mem[4] <= 4'b0;
            mem[5] <= 4'b0;
            mem[6] <= 4'b0;
            mem[7] <= 4'b0;
        end
        else begin
            if(i_write_en)
                mem[i_addr] <= i_write_data;
            else
                o_read_data <= mem[i_addr];
        end
    end
endmodule
==> flow/run.sh <==
#!/bin/bash
# OpenROAD 26Q1-2900-gdf79404cd8, Yosys 0.63+post, stock flow scripts
make -C /OpenROAD-flow-scripts/flow DESIGN_CONFIG=/design/flow/config.mk WORK_HOME=/design/flow/orfs finish
==> flow/config.mk <==
export PLATFORM = sky130hd
export DESIGN_NAME = RAM
export DESIGN_NICKNAME = RAM
export VERILOG_FILES = /design/flow/design.v
export SDC_FILE = /design/flow/constraint.sdc
export NUM_CORES = 4
export LEC_CHECK = 1
export CORE_UTILIZATION = 30
==> flow/constraint.sdc <==
current_design RAM

set clk_period 2.8
set clk_io_pct 0.2

create_clock -name clk0 -period $clk_period [get_ports {i_clk}]

set non_clock_inputs [all_inputs -no_clocks]
set_input_delay [expr $clk_period * $clk_io_pct] -clock clk0 $non_clock_inputs
set_output_delay [expr $clk_period * $clk_io_pct] -clock clk0 [all_outputs]
==> flow_metrics.env <==
# yosys + openroad results
export IMPL_clock_latency_ns=0.34
export IMPL_tritoncts="done"
export IMPL_yosysSeqAreaShare=0.668
export IMPL_row_count=37
export IMPL_grt_pass1_vias=1784
export IMPL_gp_congestion=0.790
export IMPL_root_buffer="clkbuf_8"
export IMPL_final_hold_viol_count=0
export IMPL_worstSetupPathType="input pin to flip-flop"
export IMPL_ant_nets=0
export IMPL_drtIter0Drc=75
export IMPL_worstReg2RegEnd="o_read_data[0]"
export IMPL_reg2reg_slack_ns=1.53
export IMPL_crit_buf_inv=1
export IMPL_cp_depth=4
export IMPL_cts_buffer_depth=2
export IMPL_endpoint="mem[3][3]"
export IMPL_layout_drive_gt1_share=0.224
export IMPL_rsz0062_at_grt="false"
export IMPL_leakage_nw=1.36
export IMPL_pwr_share_comb=0.080
export IMPL_fin_crit_sh=0.766
export IMPL_max_stage_delay_ns=0.57
export IMPL_clkTransAtPathRegs_ns=0.07
export IMPL_async_flop_share=0
export IMPL_area_growth_pct=19.8
export IMPL_required_ns=2.83
export IMPL_powerDensity_nw_per_um2=600
export IMPL_grt_overflow_total=0
export IMPL_end_kind="flip-flop"
export IMPL_routedWlPerCell_um=16.3
export IMPL_synth_warnings=1
export IMPL_crit_slowest_cell="clkdlybuf4s50_1"
export IMPL_ys_area_um2=3240
export IMPL_ys_types=23
export IMPL_rr_startpoint="mem[3][0]"
export IMPL_clock_fmax_mhz=466
export IMPL_critPathLaunch="i_rst"
export IMPL_firstDrtPassIters=4
export IMPL_timing_final_crit_period_ns=2.14
export IMPL_top_area_cell="edfxtp_1"
export IMPL_cts_resized=0
export IMPL_status="completed"
export IMPL_vias=1708
export IMPL_maxSlewHeadroom=0.729
export IMPL_fin_skew_ns=0.00622
export IMPL_cp_max_fo=11
export IMPL_setup_tns_ns=0
export IMPL_ys_flops=72
export IMPL_die_size_y_um=106
export IMPL_n_fill_cell=981
export IMPL_antenna_found_initial=0
export IMPL_pwr_share_seq=0.546
export IMPL_cp_cell_sequence="clkdlybuf4s50_1 > or3b_4 > nor2_2 > or2_2"
export IMPL_arrival_ns=2.17
export IMPL_most_common_cell="edfxtp_1"
export IMPL_hpwl_um=4370
export IMPL_path_delay_family="simple AND/OR/NAND/NOR gates"
export IMPL_worst_pin_slew_ns=0.406
export IMPL_netSwitchingPower_mw=0.485
export IMPL_synthTopCellsByCount="72 x edfxtp_1, 65 x and2_1, 22 x nand2_1, 14 x mux4_2, 8 x or2_2"
export IMPL_dieArea_um2=11200
export IMPL_cts_buffers=9
export IMPL_avgSynthCellArea_um2=15.5
export IMPL_io_pins=22
export IMPL_setup_violations_final=0
export IMPL_p_int_mw=1.84
export IMPL_warnings=25
export IMPL_setup_slack_ns=0.656
export IMPL_yosysTopAreaCellShare=0.668
export IMPL_synth_edff_count=72
export IMPL_cts_sinks=72
export IMPL_cap_violations=0
export IMPL_die_width_um=106
export IMPL_hp_class="flip-flop to flip-flop"
export IMPL_irDropWorstVdd_mv=0.324
export IMPL_clock_power_share=0.374
export IMPL_syn_area_um2=3240
export IMPL_cp_start_kind="input pin"
export IMPL_core_region_area_um2=10400
export IMPL_ys_cells=209
export IMPL_slew_violations=0
export IMPL_grt_pass1_wl_um=9860
export IMPL_cts_setup_buffers=0
export IMPL_grt_max_degree=24
export IMPL_cts_htree_levels=3
export IMPL_initial_core_util=0.311
export IMPL_portBuffers=21
export IMPL_antennaDiodeCount=0
export IMPL_wl_um=6300
export IMPL_sw_frac_of_total=0.209
export IMPL_place_ws_ns=0.332
export IMPL_grt_usage=0.129
export IMPL_synthCells=209
export IMPL_reg2reg_depth=3
export IMPL_drc_errors=0
export IMPL_topCellsByArea="edfxtp_1 67%, and2_1 13%, mux4_2 9.7%"
export IMPL_ctsHoldBuffers=0
export IMPL_routed_via_density=4.42
export IMPL_ff_type="edfxtp_1"
## worst min path at each step
stage         startpoint  depth (start not counted)  slack [ns]             end
global route   mem[6][2]                          2        0.71  o_read_data[2]
finish         mem[0][2]                          2        0.67  o_read_data[2]
CTS            mem[0][2]                          2        0.67  o_read_data[2]
## power groups by stage
| stage | clock, mW | combinational (mW) | sequential (mW) |
|---|---|---|---|
| after CTS | 0.888 | 0.191 | 1.27 |
| after global routing | 0.935 | 0.204 | 1.28 |
| final | 0.869 | 0.187 | 1.27 |
## per-stage QoR
step	std cells	hold slack [ns]	util	instance area (um2)	power (mW)
floorplan	209	0.601	-	3240	1.40
global placement	370	0.646	0.352	3670	1.48
detailed placement	370	0.659	0.352	3670	1.49
CTS	386	0.669	0.372	3880	2.35
global route	386	0.710	0.372	3880	2.42
finish	386	0.669	0.372	3880	2.33
## registers in the layout, summed over array words and instances (netlist names)
register,cells
mem,64
o_read_data,8
## cells by family (layout without fill, tap and decap cells)
kind of cell,count (synthesis),after routing,synth area share
mux,15,15,0.101
compound gates,4,4,0.0104
flops,72,72,0.668
simple gates,111,111,0.208
buf+inv,7,48,0.0131
## worst reg2reg max path: stages (launching register included)
cell	delay (ns)
edfxtp_1	0.39
mux4_2	0.47
nand2_1	0.08
nand2_1	0.08
## placed cells by master, fill, tap and decap left out, types with 2 or more instances in the layout
cell type        instances
a221oi_1                 2
clkinvlp_4               2
bufinv_16                2
clkdlybuf4s50_1         21
nor2_4                   2
or2_2                    8
nand2b_1                 2
mux4_2                  14
nand2_1                 22
buf_4                    9
clkbuf_8                 9
nor2_2                   2
and2_1                  65
nor2_1                   4
edfxtp_1                72
## final cells by class
type,count,area [um2],area share
flip-flops and latches,72,2160,0.557
clock inverters,6,83.8,0.0216
well taps,136,170,0.0439
clock buffers,10,128,0.0329
inverters,1,3.75,0.000968
repair buffers,31,298,0.0768
multi-input cells,130,1030,0.266
## per-layer routing
metal	track usage	vias up	wire length, um
li1	-	835	-
met1	0.178	816	2640
met5	0	-	0
met3	0.0438	10	425
met4	0.0179	0	97
met2	0.212	47	3130
Power and IR drop assume default switching activity.
