==> flow/design.v <==
`timescale 1ns / 1ps
module Combinational_Multiplier(
input [3:0]a, b,
output [7:0] p);
    wire [3:0]m0;
    wire [4:0]m1;
    wire [5:0]m2;
    wire [6:0]m3;
    wire [7:0] s1, s2, s3;
    assign m0 = {4{a[0]}} & b[3:0];
    assign m1 = {4{a[1]}} & b[3:0];
    assign m2 = {4{a[2]}} & b[3:0];
    assign m3 = {4{a[3]}} & b[3:0];
    assign s1 = m0 + (m1<<1);
    assign s2 = s1 + (m2<<2);
    assign s3 = s2 + (m3<<3);
    assign p = s3;
endmodule
==> flow/run.sh <==
#!/bin/bash
# OpenROAD 26Q1-2900-gdf79404cd8, Yosys 0.63+post, stock flow scripts
make -C /OpenROAD-flow-scripts/flow DESIGN_CONFIG=/design/flow/config.mk WORK_HOME=/design/flow/orfs finish
==> flow/config.mk <==
export PLATFORM = sky130hd
export DESIGN_NAME = Combinational_Multiplier
export DESIGN_NICKNAME = Combinational_Multiplier
export VERILOG_FILES = /design/flow/design.v
export SDC_FILE = /design/flow/constraint.sdc
export NUM_CORES = 4
export LEC_CHECK = 1
export CORE_AREA = 10 10 70 70
export DIE_AREA = 0 0 80 80
==> flow/constraint.sdc <==
current_design Combinational_Multiplier

set clk_period 2.7
set clk_io_pct 0.2

create_clock -name clk0 -period $clk_period

set non_clock_inputs [all_inputs -no_clocks]
set_input_delay [expr $clk_period * $clk_io_pct] -clock clk0 $non_clock_inputs
set_output_delay [expr $clk_period * $clk_io_pct] -clock clk0 [all_outputs]
==> impl_results.rst <==
Implementation results
======================

.. list-table::
   :header-rows: 1

   * - Metric
     - Value
   * - Final setup violating endpoints
     - 5
   * - Clock tree buffer count of the final layout
     - 0
   * - Violations in the final reports
     - setup timing
   * - Yosys stat area
     - 385 µm²
   * - Via count of the first global-routing pass
     - 379
   * - Required @ worst endpoint
     - 2.16 ns
   * - Run status
     - finished, violations left
   * - Floorplan die height
     - 80 µm
   * - Critical Path Sink Type
     - primary output
   * - Most repeated library cell on the critical path
     - sky130_fd_sc_hd__fa_1
   * - Tot GR Track Use
     - 3.22%
   * - Number of failing hold endpoints at the final stage
     - 0
   * - Total chip power
     - 137 µW
   * - Kind of path behind the tightest hold check
     - primary input to primary output
   * - Number of antenna violations at the first check in global routing
     - 0
   * - Unique cell types
     - 10
   * - Fraction of power consumed by sequential logic
     - 0%
   * - WS Path Type
     - primary input to primary output
   * - Library cell with the largest summed area after synthesis
     - sky130_fd_sc_hd__ha_1
   * - Starting DRC count in detailed routing
     - 8
   * - Maximum number of pins on one net before global-route repair
     - 5
   * - Beginning of the worst hold path
     - b[3]
   * - Cell area power density
     - 199 mW/mm²
   * - Via density
     - 3.22
   * - DPL Wire Length
     - 866 µm
   * - Die Width
     - 80 µm
   * - Number of buffers and inverters on the critical path
     - 4
   * - Synthesized-area fraction occupied by and/or/nand/nor cells
     - 23.4%
   * - Number of max-slew violations in the final report
     - 0
   * - Max IR drop VDD
     - 51.7 µV
   * - Top post-synthesis cells by area
     - sky130_fd_sc_hd__ha_1 (32%), sky130_fd_sc_hd__fa_1 (26%), sky130_fd_sc_hd__and2_1 (19%)
   * - Proportion of power drawn by the clock network
     - 0%
   * - Core region area
     - 0.00342 mm²
   * - Delay of the slowest critical-path stage
     - 0.52 ns
   * - Starting utilization of the core area
     - 11.3%
   * - Critical Path, Cell by Cell
     - buf_8 > and2_4 > fa_1 > inv_1 > fa_1 > inv_2 > ha_4 > fa_2 > a21o_1 > a21oi_2 > xnor2_1 > buf_2
   * - Total DRC errors in the routed layout
     - 0
   * - Comb area leader
     - adder cells
   * - Yosys cell count
     - 42
   * - RSZ-0062 raised after global routing
     - true
   * - Area fraction in full adders, half adders and majority gates
     - 58.4%
   * - Worst hold stages
     - 5
   * - Aggregate negative setup slack
     - -2.50 ns
   * - Top delay family on crit path
     - adder cells
   * - Synthesis-to-finish area growth
     - 77.9%
   * - Post-place setup slack
     - -1.56 ns
   * - Share of layout cells above drive strength 1
     - 46.3%
   * - Yosys warns
     - 0
   * - Stage-log warning count
     - 35
   * - Number of sequential storage elements
     - 0
   * - Number of buffers inserted by port buffering
     - 16
   * - Worst Hold Slack
     - 1.64 ns
   * - Largest fanout on the critical path
     - 4
   * - Overflow left after global routing
     - 0
   * - Switching part of the total
     - 37.8%
   * - Total via count in the routed design
     - 364
   * - Met3 layer usage reported by global route
     - 1.25%
   * - Critical Path Start Type
     - primary input
   * - Syn_area_per_cell
     - 9.18 µm²
   * - Final clock period utilization by the worst path
     - 129%
   * - LEAKAGE
     - 0.354 nW
   * - Final critical-path setup slack
     - -0.788 ns
   * - Critical path arrival
     - 2.95 ns
   * - Cell-internal power
     - 85.0 µW
   * - Wire length after detailed routing
     - 996 µm
   * - DIE AREA
     - 0.00640 mm²
   * - Relative contribution of combinational cells to total power
     - 100.0%
   * - Fmax
     - 287 MHz
   * - Number of maximum-capacitance violations
     - 0
   * - First-pass DRT Iterations
     - 4
   * - Wire length of the first global-routing pass
     - 1.75 mm
   * - Met2 Usage GRT
     - 3.85%
   * - Net Switching
     - 51.6 µW
   * - Average wire per standard cell
     - 8.81 µm
   * - Worst slew margin
     - 90.4%
   * - Cell type of the slowest stage on the worst timing path
     - sky130_fd_sc_hd__fa_1
   * - Post-Synth XOR/XNOR Area
     - 6.82%
   * - I/O pin count
     - 16
   * - Netlist area before placement
     - 385 µm²
   * - Tightest Pin Transition
     - 0.144 ns
   * - Number of antenna cells inserted
     - 0
   * - Gr busiest metal
     - met1
   * - Routing usage on met1
     - 5.32%
   * - Proportion of synthesized chip area in sequential cells
     - 0%
   * - Multiplexer fraction of the synthesized cell area
     - 0%
   * - Routability cong.
     - 0.802
   * - Tally of nets with antenna violations remaining after routing
     - 0
   * - Utilization of the core after routing
     - 20.1%
   * - Syn Inst Count
     - 42
   * - Complex-gate fraction of the synthesized area
     - 7.47%
   * - Destination of the worst hold path
     - p[7]
   * - Placement row count
     - 21
   * - Top cell area share
     - 32.5%
   * - Post-route minimum period
     - 3.49 ns
   * - Flop area
     - 0 µm²
## metrics by stage
step                      instances  instance area (µm²)
after floorplan                  42                  397
after global placement          111                  667
after detailed placement        111                  667
after CTS                       113                  674
after global routing            113                  686
final                           113                  686
## layout by cell type, fill, tap and decap left out, types with 3 or more instances in the layout
master,Yosys,layout
sky130_fd_sc_hd__buf_4,0,8
sky130_fd_sc_hd__fa_1,5,3
sky130_fd_sc_hd__buf_2,0,8
sky130_fd_sc_hd__and2_4,0,3
sky130_fd_sc_hd__clkdlybuf4s50_1,0,3
sky130_fd_sc_hd__and2_1,12,9
sky130_fd_sc_hd__ha_1,10,8
sky130_fd_sc_hd__nand2_1,4,4
## worst max-delay path by stage
stage | from | cells past startpoint | slack [ns] | endpoint
final | b[2] | 12 | -0.79 | p[7]
after CTS | a[1] | 12 | -0.85 | p[7]
after global routing | b[2] | 12 | -0.89 | p[7]
## cells in the mapped netlist
library cell and number:
sky130_fd_sc_hd__nand2_1 4, sky130_fd_sc_hd__inv_1 4, sky130_fd_sc_hd__fa_1 5, sky130_fd_sc_hd__a21o_1 2, sky130_fd_sc_hd__xnor2_1 2, sky130_fd_sc_hd__and2_1 12, sky130_fd_sc_hd__ha_1 10, sky130_fd_sc_hd__a21oi_1 1
sky130_fd_sc_hd__xor2_1 1, sky130_fd_sc_hd__a21oi_2 1
## power by group through the flow
stage / clock, mW / combinational [mW] / sequential [mW]
CTS: 0 / 0.133 / 0
finish: 0 / 0.137 / 0
global route: 0 / 0.158 / 0
## metal layers
metal  vias up  routed length [µm]
met1       160                 582
met2        17                 262
met4         0                   0
li1        187                   -
met5         -                   0
met3         0                 150
## timing repair
action / CTS / global route
setup endpoints to repair: 6 / 6
gates cloned: 0 / 0
gates resized: 52 / 5
hold buffers: 0 / 0
setup buffers: 2 / 1
pin swaps: 11 / 10
## final cells by class
cell class,count,area (µm²)
fill,385,2730
multi-input combinational,38,412
tap,46,57.6
timing repair buffer,25,201
inverter,4,15.0
## logic make-up after synthesis
| group | Yosys count |
|---|---|
| adders and majority gates | 15 |
| xor gates and xnor gates | 3 |
| buffers and inverters | 4 |
| and+or+nand+nor | 16 |
| AOI/OAI and AO/OA | 4 |
No activity file was given, so power comes from the tool's default toggle rates.
